`./design.v`:
```
`timescale 1ns / 1ps
module lab9();
endmodule
module seq_mult(
    input clk, en,
    input [3:0] a,b,
    output reg rdy,
    output reg [7:0] p
    );
    parameter[1:0] idle = 0, mult = 1, done = 2;
    reg [1:0] ns, ps;
    reg [7:0] md, md_next;
    reg [7:0] mr, mr_next;
    reg [7:0] p_mem, p_next;
    reg [2:0] shifts = 0;
    always @(posedge clk)
    begin
        ps<=ns;
        md<=md_next;
        mr<=mr_next;
        p_mem<=p_next;
        if(!en)
        begin
            ps<=idle;
            shifts<=0;
            p_mem<=0;
        end
        if(rdy)
            p<=p_mem;
        if(ns==mult)
            shifts<=shifts+1;
    end
    always @(*)
    begin
        md_next = md;
        mr_next = mr;
        p_next = p_mem;
        ns = ps;
        case(ps)
            idle:
            begin
                md_next = {4'b0, a};
                mr_next = {4'b0, b};
                if(en)
                    ns = mult;
                else
                    ns = idle;
                rdy = 0;
            end
            mult:
            begin
                if(mr[0]==1)
                    p_next = p_mem + md;
                mr_next = mr>>1;
                md_next = md<<1;
                if(!en)
                    ns = idle;
                if(en & shifts==4)
                    ns = done;
                if(en & shifts<4)
                    ns = mult;
                rdy = 0;
            end
            done:
            begin
                rdy = 1;
                if(en)
                    ns = done;
                else
                    ns = idle;
            end
            default:
            begin
                rdy = 0;
                ns = idle;
            end
        endcase
    end
endmodule
module comb_mult(
    input [3:0] a, b,
    output [7:0] p
    );
    wire [0:0] a0b0, a1b0, a2b0, a3b0, a0b1, a1b1, a2b1, a3b1, a0b2, a1b2, a2b2, a3b2, a0b3, a1b3, a2b3, a3b3;
    wire[7:0] pp1, pp2, pp3, pp4;
    assign a0b0 = a[0]*b[0]; assign a1b0 = a[1]*b[0]; assign a2b0 = a[2]*b[0]; assign a3b0 = a[3]*b[0]; 
    assign a0b1 = a[0]*b[1]; assign a1b1 = a[1]*b[1]; assign a2b1 = a[2]*b[1]; assign a3b1 = a[3]*b[1];  
    assign a0b2 = a[0]*b[2]; assign a1b2 = a[1]*b[2]; assign a2b2 = a[2]*b[2]; assign a3b2 = a[3]*b[2]; 
    assign a0b3 = a[0]*b[3]; assign a1b3 = a[1]*b[3]; assign a2b3 = a[2]*b[3]; assign a3b3 = a[3]*b[3];   
    assign pp1 = {4'b0, a3b0, a2b0, a1b0, a0b0};
    assign pp2 = {3'b0, a3b1, a2b1, a1b1, a0b1, 1'b0};
    assign pp3 = {2'b0, a3b2, a2b2, a1b2, a0b2, 2'b0};
    assign pp4 = {1'b0, a3b3, a2b3, a1b3, a0b3, 3'b0};
    assign p = pp1+pp2+pp3+pp4;
endmodule
```
`./run.sh`:
```
#!/bin/bash
# OpenROAD 26Q1-2900-gdf79404cd8, Yosys 0.63+post, stock flow scripts
make -C /OpenROAD-flow-scripts/flow DESIGN_CONFIG=/design/flow/config.mk WORK_HOME=/design/flow/orfs finish
```
`./config.mk`:
```
export PLATFORM = sky130hd
export DESIGN_NAME = comb_mult
export DESIGN_NICKNAME = comb_mult
export VERILOG_FILES = /design/flow/design.v
export SDC_FILE = /design/flow/constraint.sdc
export NUM_CORES = 4
export LEC_CHECK = 1
export CORE_AREA = 10 10 70 70
export DIE_AREA = 0 0 80 80
```
`./constraint.sdc`:
```
current_design comb_mult

set clk_period 4.5
set clk_io_pct 0.2

create_clock -name clk0 -period $clk_period

set non_clock_inputs [all_inputs -no_clocks]
set_input_delay [expr $clk_period * $clk_io_pct] -clock clk0 $non_clock_inputs
set_output_delay [expr $clk_period * $clk_io_pct] -clock clk0 [all_outputs]
```
==> run summary <==
outcome: finished clean
area fraction in full adders, half adders and majority gates: 57.3%
total cell area reported by yosys after synthesis: 393 sq um
share of cell area taken by muxes after synthesis: 0%
Max Slew Vio Count: 0
Post-CTS Hold Fix Bufs: 0
count of buffers inserted at the top-level ports: 16
number of global-route vias before repair: 375
remaining global-route overflow: 0
final hold slack: 2380 ps
sort of element at the start of the critical path: input port
critical path class: input port to output port
pwr/cell area: 113 mW/mm^2
final worst path period need: 4330 ps
Largest logic family: adder cells
worst voltage drop across the vdd grid: 0.0320 mV
# rows: 21
aoi/oai-family share of the synthesized area: 7.32%
share of cells above drive strength 1: 31.3%
average cell area after synthesis: 9.14 sq um
share of the cycle needed by the critical path after routing: 96.2%
largest net degree at the start of global routing: 5
total power: 76.6 uW
first-pass GRT wire length: 1660 microns
highest attainable clock frequency: 0.231 GHz
smallest setup slack after layout: 172 ps
Final Hold Viols: 0
drt initial violations: 2
Synth Area in Simple Gates: 22.9%
number of cells traversed by the worst hold path: 5
crit-path max FO: 2
initial antenna violation count: 0
CP endpoint kind: output port
number of synthesis warnings: 0
relative slew slack: 90.5%
registers: 0
post-detailed-routing wire length: 1010 microns
sequential area share after synthesis: 0%
Post-Place Cells: 112
critical path data arrival time: 3430 ps
Layout area overhead: 72.9%
RSZ-0062 raised after global routing: no
Top Metal Used: met3
weighted congestion reported at the end of routability-driven placement: 0.815
final cell utilization of the core: 19.9%
post-detailed-route count of antenna-violating nets: 0
antenna cell count: 0
met3 WL: 140 microns
area of the chip: 0.00640 sq mm
cell count in the Yosys report: 43
number of top-level pins: 16
total of endpoints with negative setup slack in the final report: 0
class of the tightest hold or removal check: input port to output port
number of vias per cell after detailed routing: 3.31
hold path startpoint: a[3]
Pre-Place Util: 11.5%
height of the die: 80 microns
routed vias: 374
pre-CTS setup slack: -672 ps
iteration tally of the first detailed-router pass: 2
area of the mapped netlist: 393 sq um
data required time at the worst endpoint: 3600 ps
Met2 Wirelength: 306 microns
Die Wd: 80 microns
transition time at the pin with the least slew margin: 142 ps
area of all sequential standard cells: 0 sq um
cell count after synthesis: 43
clock buffer count in the final layout: 0
leakage power: 0.000380 uW
routed metal-1 wire length: 559 microns
CORE AREA: 0.00342 sq mm
detailed-route wire length per cell: 8.90 microns
share of the synthesized netlist area taken by xor and xnor gates: 6.69%
OpenROAD warning count: 32
final cell count without fillers: 113
number of violations of the max-capacitance limit: 0
FILL cells: 400
DRC violations left: 0
detailed-placement wirelength estimate: 881 microns
Worst setup startpoint: a[1]
distinct lib cells: 11
gr usage total: 3.11%
where the power goes:
part / leakage [uW] / switching, uW / internal (uW)
clock network: 0 / 0 / 0
logic: 0.000380 / 28.2 / 48.5
registers: 0 / 0 / 0
total: 0.000380 / 28.2 / 48.5
synthesized netlist by cell type:
cell	instances	area share (%)
sky130_fd_sc_hd__ha_1	10	32
sky130_fd_sc_hd__xnor2_1	2	4.5
sky130_fd_sc_hd__a21oi_2	1	2.2
sky130_fd_sc_hd__xor2_1	1	2.2
sky130_fd_sc_hd__a21o_1	2	3.8
sky130_fd_sc_hd__inv_1	4	3.8
sky130_fd_sc_hd__buf_4	1	1.9
sky130_fd_sc_hd__a21oi_1	1	1.3
sky130_fd_sc_hd__and2_1	12	19
sky130_fd_sc_hd__nand2_1	4	3.8
sky130_fd_sc_hd__fa_1	5	25
through the flow:
stage	instance area, sq um	TNS [ps]
5_1_grt	679	0
6_report	679	0
3_3_place_gp	663	-1760
2_1_floorplan	393	0
3_5_place_dp	663	-1760
4_1_cts	664	0
worst paths after layout:
kind / endpoint / slack [ps]
hold / removal: p[7] / 2380
setup / recovery: p[7] / 170
routing by layer:
metal / vias up / GRT usage, %
met4: 0 / 0
met2: 13 / 3.85
met5: - / 0
met3: 0 / 1.59
met1: 173 / 4.80
li1: 188 / -
cells by family after synthesis:
kind of cell    count (synthesis)
compound gates                  4
xor+xnor                        3
fa+ha+maj                      15
buf+inv                         5
simple gates                   16
worst max-delay path, stage by stage:
cell	delay (ps)
sky130_fd_sc_hd__dlygate4sd2_1	250
sky130_fd_sc_hd__and2_4	160
sky130_fd_sc_hd__fa_1	480
sky130_fd_sc_hd__inv_1	50
sky130_fd_sc_hd__fa_1	470
sky130_fd_sc_hd__inv_1	40
sky130_fd_sc_hd__ha_2	180
sky130_fd_sc_hd__fa_2	340
sky130_fd_sc_hd__a21o_1	170
sky130_fd_sc_hd__a21oi_2	140
sky130_fd_sc_hd__xnor2_1	130
sky130_fd_sc_hd__buf_2	120
cell usage in the layout, fill, tap and decap left out:
master / count
sky130_fd_sc_hd__dlygate4sd2_1: 3
sky130_fd_sc_hd__a21oi_2: 2
sky130_fd_sc_hd__fa_1: 3
sky130_fd_sc_hd__xnor2_1: 2
sky130_fd_sc_hd__nand2_1: 4
sky130_fd_sc_hd__buf_4: 9
sky130_fd_sc_hd__ha_2: 1
sky130_fd_sc_hd__inv_1: 4
sky130_fd_sc_hd__buf_2: 3
sky130_fd_sc_hd__and2_1: 9
sky130_fd_sc_hd__dlymetal6s2s_1: 3
sky130_fd_sc_hd__fa_2: 2
sky130_fd_sc_hd__clkdlybuf4s15_2: 1
sky130_fd_sc_hd__clkdlybuf4s50_1: 5
sky130_fd_sc_hd__a21o_1: 2
sky130_fd_sc_hd__and2_4: 3
sky130_fd_sc_hd__clkdlybuf4s15_1: 1
sky130_fd_sc_hd__ha_1: 9
sky130_fd_sc_hd__xor2_1: 1
final cells by class:
cell class | count | area [sq um] | area share [%]
inverter | 4 | 15.0 | 2.21
multi-input combinational | 38 | 389 | 57.3
tap | 46 | 57.6 | 8.47
timing repair buffer | 25 | 218 | 32.0
repair_timing:
item                       4_1_cts  5_1_grt
resized                         23        6
pin swaps                        1        1
gates cloned                     0        0
setup endpoints to repair        4        3
setup buffers                    0        1
Power is estimated from default activity; no workload was simulated.
